==> flow/design.v <==
module adder(
    input  [7:0] a,       
    input  [7:0] b,       
    input        cin,     
    output [7:0] sum,     
    output       cout     
);
    wire [6:0] carry;
    full_adder fa0 (.a(a[0]), .b(b[0]), .cin(cin),     .sum(sum[0]), .cout(carry[0]));
    full_adder fa1 (.a(a[1]), .b(b[1]), .cin(carry[0]), .sum(sum[1]), .cout(carry[1]));
    full_adder fa2 (.a(a[2]), .b(b[2]), .cin(carry[1]), .sum(sum[2]), .cout(carry[2]));
    full_adder fa3 (.a(a[3]), .b(b[3]), .cin(carry[2]), .sum(sum[3]), .cout(carry[3]));
    full_adder fa4 (.a(a[4]), .b(b[4]), .cin(carry[3]), .sum(sum[4]), .cout(carry[4]));
    full_adder fa5 (.a(a[5]), .b(b[5]), .cin(carry[4]), .sum(sum[5]), .cout(carry[5]));
    full_adder fa6 (.a(a[6]), .b(b[6]), .cin(carry[5]), .sum(sum[6]), .cout(carry[6]));
    full_adder fa7 (.a(a[7]), .b(b[7]), .cin(carry[6]), .sum(sum[7]), .cout(cout));
endmodule
module full_adder(
    input  a, b, cin,
    output sum, cout
);
    assign sum = a ^ b ^ cin;
    assign cout = (a & b) | (cin & (a ^ b));
endmodule
==> flow/run.sh <==
#!/bin/bash
# OpenROAD 26Q1-2900-gdf79404cd8, Yosys 0.63+post, stock flow scripts
make -C /OpenROAD-flow-scripts/flow DESIGN_CONFIG=/design/flow/config.mk WORK_HOME=/design/flow/orfs finish
==> flow/config.mk <==
export PLATFORM = sky130hd
export DESIGN_NAME = adder
export DESIGN_NICKNAME = adder
export VERILOG_FILES = /design/flow/design.v
export SDC_FILE = /design/flow/constraint.sdc
export NUM_CORES = 4
export LEC_CHECK = 1
export CORE_AREA = 10 10 70 70
export DIE_AREA = 0 0 80 80
==> flow/constraint.sdc <==
current_design adder

set clk_period 7.7
set clk_io_pct 0.2

create_clock -name clk0 -period $clk_period

set non_clock_inputs [all_inputs -no_clocks]
set_input_delay [expr $clk_period * $clk_io_pct] -clock clk0 $non_clock_inputs
set_output_delay [expr $clk_period * $clk_io_pct] -clock clk0 [all_outputs]
==> reports/metrics.csv <==
stage,metric,value,unit
synth,syn_avg_cell_area,9.913,um^2
global_route,antenna_found_initial,0,
power,powerDensity,68.04,mW/mm^2
timing,fin_tns_setup,0,ps
final_layout,logic_area,160.2,um^2
setup_path,cp_max_fo,1,
power,power.share.combinational,1.000,
floorplanning,die_y,80,um
final_layout,clkbuf_count,0,
timing,worst_slew_pin_slew,93.62,ps
global_route,grtUsageTotal,0.02327,
final_layout,final_layout_top_logic_cell,clkdlybuf4s50_1,
clock_network,cts_resized,0,
drt,viasPerCell,2.367,
timing,rsz0062_at_grt,false,
timing,max_slew_margin,0.9374,
drt,drt-initial-drc-count,1,
setup_path,crit_required,6160,ps
setup_path,crit_arrival,5540,ps
floorplanning,die_area,0.006400,mm^2
synth,ys_seq_frac,0,
drt,drt-total-wl,745,um
placement,gp_congestion,0.8774,
power,seq_power_share,0,
placement,hpwl,727.8,um
drt,post_drt_wl_per_cell,8.278,um
synth,syn_area,257.7,um^2
floorplanning,rows,21,
power,swShare,0.2606,
timing,setup_viol,0,
synth,ys_warn_count,0,
final_layout,lay_top_cells,"clkdlybuf4s50_1 (26), inv_1 (10), fa_1 (8)",
setup_path,worstSetupStartpointType,input port,
final_layout,nFillCells,392,
drt,drc,0,
drt,dr.pass1.iters,2,
floorplanning,fp_util,0.07546,
hold_path,hold_depth,5,
final_layout,regArea,0,um^2
global_route,grt_pass1_wl,1.214,mm
placement,dpl-instance-area,515.5,um^2
final_layout,fin_area,515.5,um^2
global_route,grt_max_degree,2,
power,p_switching,0.000009141,W
synth,synthCells,26,
setup_path,path_class,input port to output pin,
global_route,grt_overflow,0,
final_layout,final_cells,90,
final_layout,drive_above_1_share,0,
setup_path,worstSetupEndpointType,output pin,
timing,report.final.hold_viol_count,0,
timing,fin_crit_sh,0.9194,
synth,synth_chip_area,257.7,um^2
timing,fmax,0.1413,GHz
run_status,status,completed,
clock_network,hold_buffers,0,
floorplanning,core,0.003416,mm^2
final_layout,area_delta_synth_final,100.0,%
drt,vias,213,
drt,ant_nets,0,
drt,num_antenna_cells,0,
placement,place_ws,603.0,ps
hold_path,worstHoldPathType,input port to output pin,
run,warnings,32,
timing,slew_viol_final,0,
run,maxCapViolations,0,
floorplanning,io_pins,26,
global_route,grt_pass1_vias,261,
synth,ys_cells,26,
power,p_int,0.00002593,W
timing,fin_ws,620.7,ps
synth,yosysUniqueCellTypes,3,
placement,place_inst,90,
power,vdd.ir_drop.worst,0.00002064,V
timing,min_period,7079,ps
power,pwr-share-clk,0,
placement,io_buffers,26,
clock_network,cts_setup_buffers,0,
power,power.leakage,0.2134,nW
final_layout,flop-count,0,
floorplanning,die-width,80,um
synth_stat cells:
cell type   n  share of area
inv_1      10           0.15
fa_1        8           0.62
buf_4       8           0.23
per-stage QoR:
stage | hold slack [ps] | util | total power (W)
6_report | 4125 | 0.1509 | 0.00003507
5_1_grt | 4192 | 0.1509 | 0.00004054
4_1_cts | 4143 | 0.1509 | 0.00003648
3_5_place_dp | 4136 | 0.1509 | 0.00003624
3_3_place_gp | 4143 | 0.1509 | 0.00003615
2_1_floorplan | 3297 | - | 0.00001727
routing by layer:
| layer | wire length, um | vias up | share of wire | GRT usage |
|---|---|---|---|---|
| met2 | 196 | 25 | 0.26 | 0.02809 |
| li1 | - | 96 | - | - |
| met5 | 0 | - | 0 | 0 |
| met3 | 245 | 0 | 0.33 | 0.02273 |
| met4 | 0 | 0 | 0 | 0 |
| met1 | 303 | 92 | 0.41 | 0.03032 |
final timing paths:
check,startpoint,to,slack [ps]
setup / recovery,a[0],sum[7],620
hold / removal,cin,sum[0],4130
cells by family (layout without fill, tap and decap cells):
| group | count (synthesis) | in the layout | share of synthesized area |
|---|---|---|---|
| adder cells (fa/ha/maj) | 8 | 8 | 0.6213 |
| buffers and inverters | 18 | 36 | 0.3787 |
power by group through the flow:
stage	sequential, W	clock [W]	combinational [W]
after CTS	0	0	0.0000365
final	0	0	0.0000351
after global routing	0	0	0.0000405
critical path, cell delays in order:
cell and delay (ps):
clkdlybuf4s50_1 400, inv_1 90, fa_1 170, inv_1 50
fa_1 370, fa_1 380, fa_1 400, fa_1 390
fa_1 390, fa_1 370, inv_1 80, fa_1 400
inv_1 60, clkdlybuf4s50_1 460
cell type report:
cell class | count | share of cell area
inverters | 10 | 0.07282
repair buffers | 26 | 0.5049
well taps | 46 | 0.1117
multi-input cells | 8 | 0.3107
Power is estimated from default activity; no workload was simulated.
