==> design.v <==
`timescale 1ns / 1ps
module synchronizer #(parameter WIDTH=3) 
(input i_clk, i_rst_n, input [WIDTH-1:0] d_in, output reg [WIDTH-1:0] d_out);
  reg [WIDTH-1:0] q1;
  always@(posedge i_clk) begin
    if(!i_rst_n) begin
      q1 <= 0;
      d_out <= 0;
    end
    else begin
      q1 <= d_in;
      d_out <= q1;
    end
  end
endmodule
module edge_detector #(parameter sync_sig = 0)(
input i_clk, i_rst_n,
input i_sig, 
output o_pos_edge, o_neg_edge);
wire i_sig_sync;
reg sig_sync;
synchronizer #(.WIDTH(1)) i_sig_sync_u
(.i_clk(i_clk), .i_rst_n(i_rst_n), .d_in(i_sig), .d_out(i_sig_sync));
always @* 
begin 
	if(sync_sig == 1)  
		 sig_sync <= i_sig_sync ;
	else  
		 sig_sync <= i_sig ; 
end 
reg sig_dly;
assign o_pos_edge = sig_sync  & ~sig_dly;  
assign o_neg_edge = ~sig_sync & sig_dly;  
always@(posedge i_clk) 
begin 
    if(~i_rst_n)
    begin 
        sig_dly <= 1'b0; 
    end 
    else
    begin  
        sig_dly <= sig_sync;  
    end
end 
endmodule
module LED_logic (
    input i_clk, i_rst_n,  
    input i_sig,
    output reg o_led
    );
parameter sync_sig = 0;
parameter time_count   = 50000000;
parameter toggle_count = 5000000;
wire i_sig_sync;
reg sig_sync;
synchronizer #(.WIDTH(1)) i_sig_sync_u
(.i_clk(i_clk), .i_rst_n(i_rst_n), .d_in(i_sig), .d_out(i_sig_sync));
always @* 
begin 
	if(sync_sig == 1)  
		 sig_sync <= i_sig_sync ;
	else  
		 sig_sync <= i_sig ; 
end 
wire sig_posedge, sig_negedge;
edge_detector u_fifo_empty_edge (
    .i_clk(i_clk), .i_rst_n(i_rst_n),  
    .i_sig(sig_sync), 
    .o_pos_edge(sig_posedge), .o_neg_edge(sig_negedge)
    );
integer count;
integer tog_count;
integer time_out;
reg start_count;  
always@(posedge i_clk)  
begin 
    if(~i_rst_n)
    begin 
        count   <=  0; 
        tog_count   <=  0; 
        start_count   <=  0; 
        o_led   <=  0;  
    end 
    else 
    begin  
        if(sig_posedge)    
        begin 
            start_count <= 1; 
        end 
        if(start_count)  
        begin
            count       <=  count + 1;
            if (tog_count == 2*toggle_count)  tog_count   <=  0;
            else                              tog_count   <=  tog_count + 1; 
            if  (tog_count < toggle_count)  o_led   <=  1;  
            else                            o_led   <=  0; 
            if(count == time_count)
            begin 
                count         <=  0; 
                tog_count     <=  0; 
                start_count   <=  0;
                o_led         <=  0; 
            end 
        end 
    end  
end     
endmodule
module spi_interface_debounce (
    input         i_clk,            
    input         i_rst_n,          
    input         spi_clk_raw,    
    input         spi_mosi_raw,   
    input         spi_cs_n_raw,   
    output reg    spi_clk_db,     
    output reg    spi_mosi_db,    
    output reg    spi_cs_n_db     
);
    reg spi_clk_sync0, spi_clk_sync1;
    reg spi_mosi_sync0, spi_mosi_sync1;
    reg spi_cs_n_sync0, spi_cs_n_sync1;
    always @(posedge i_clk) begin
        if (!i_rst_n) begin
            spi_clk_sync0 <= 1'b0;
            spi_clk_sync1 <= 1'b0;
            spi_mosi_sync0 <= 1'b0;
            spi_mosi_sync1 <= 1'b0;
            spi_cs_n_sync0 <= 1'b1;  
            spi_cs_n_sync1 <= 1'b1;
        end else begin
            spi_clk_sync0 <= spi_clk_raw;
            spi_clk_sync1 <= spi_clk_sync0;
            spi_mosi_sync0 <= spi_mosi_raw;
            spi_mosi_sync1 <= spi_mosi_sync0;
            spi_cs_n_sync0 <= spi_cs_n_raw;
            spi_cs_n_sync1 <= spi_cs_n_sync0;
        end
    end
    parameter DEBOUNCE_COUNT = 2;
    reg [1:0] clk_stable_cnt;
    reg [1:0] mosi_stable_cnt;
    reg [1:0] cs_n_stable_cnt;
    always @(posedge i_clk) begin
        if (!i_rst_n) begin
            clk_stable_cnt <= 2'd0;
            spi_clk_db <= spi_clk_sync1;  
        end else begin
            if (spi_clk_sync1 == spi_clk_db) begin
                clk_stable_cnt <= 2'd0;
            end else begin
                clk_stable_cnt <= clk_stable_cnt + 2'd1;
                if (clk_stable_cnt >= (DEBOUNCE_COUNT - 1)) begin
                    spi_clk_db <= spi_clk_sync1;
                    clk_stable_cnt <= 2'd0;
                end
            end
        end
    end
    always @(posedge i_clk) begin
        if (!i_rst_n) begin
            mosi_stable_cnt <= 2'd0;
            spi_mosi_db <= spi_mosi_sync1;  
        end else begin
            if (spi_mosi_sync1 == spi_mosi_db) begin
                mosi_stable_cnt <= 2'd0;
            end else begin
                mosi_stable_cnt <= mosi_stable_cnt + 2'd1;
                if (mosi_stable_cnt >= (DEBOUNCE_COUNT - 1)) begin
                    spi_mosi_db <= spi_mosi_sync1;
                    mosi_stable_cnt <= 2'd0;
                end
            end
        end
    end
    always @(posedge i_clk) begin
        if (!i_rst_n) begin
            cs_n_stable_cnt <= 2'd0;
            spi_cs_n_db <= spi_cs_n_sync1;  
        end else begin
            if (spi_cs_n_sync1 == spi_cs_n_db) begin
                cs_n_stable_cnt <= 2'd0;
            end else begin
                cs_n_stable_cnt <= cs_n_stable_cnt + 2'd1;
                if (cs_n_stable_cnt >= (DEBOUNCE_COUNT - 1)) begin
                    spi_cs_n_db <= spi_cs_n_sync1;
                    cs_n_stable_cnt <= 2'd0;
                end
            end
        end
    end
endmodule
==> run.sh <==
#!/bin/bash
# OpenROAD 26Q1-2900-gdf79404cd8, Yosys 0.63+post, stock flow scripts
make -C /OpenROAD-flow-scripts/flow DESIGN_CONFIG=/design/flow/config.mk WORK_HOME=/design/flow/orfs finish
==> config.mk <==
export PLATFORM = sky130hd
export DESIGN_NAME = spi_interface_debounce
export DESIGN_NICKNAME = spi_interface_debounce
export VERILOG_FILES = /design/flow/design.v
export SDC_FILE = /design/flow/constraint.sdc
export NUM_CORES = 4
export LEC_CHECK = 1
export CORE_AREA = 10 10 77 77
export DIE_AREA = 0 0 87 87
==> constraint.sdc <==
current_design spi_interface_debounce

set clk_period 1.5
set clk_io_pct 0.2

create_clock -name clk0 -period $clk_period [get_ports {i_clk}]

set non_clock_inputs [all_inputs -no_clocks]
set_input_delay [expr $clk_period * $clk_io_pct] -clock clk0 $non_clock_inputs
set_output_delay [expr $clk_period * $clk_io_pct] -clock clk0 [all_outputs]
==> COMMIT_EDITMSG <==
Update PnR metrics after Yosys + OpenROAD run

- Startpoint of the lowest-slack hold path: spi_cs_n_sync0
- Synthesis produced between 40 and 50 cells.
* Number of endpoints failing setup at the final stage: 0
- Root buffer cell: sky130_fd_sc_hd__clkbuf_8
* Most used standard cells in the synthesized netlist: sky130_fd_sc_hd__dfxtp_1, sky130_fd_sc_hd__inv_1
- The synthesized design contains 15 register bits.
- Worst-path clk slew: 0.06 ns
* Total setup buffers inserted after CTS: 0
- Worst setup EP type: primary output
- The power report attributes to the combinational group a share of 0.086.
- The timing report attributes the biggest portion of critical-path delay to buffers and inverters.
* Syn. warnings: 1
- Slew at the pin with the worst max-slew slack: between 0.3 and 0.4 ns
* Fraction of final layout cells sized beyond drive strength 1: 0.143
- The via count of the first global-routing pass came to 337.
- Setup slack, reg-to-reg: roughly 0.37 ns
- Filler cell count in the final layout: around 460
- Dividing the final minimum period by the clock period gives 0.938.
* Dominant cell type by area after synthesis: sky130_fd_sc_hd__dfxtp_1
- Counting flops with a built-in enable in the synthesized netlist gives 3.
- Dividing the detail-routed via count by the number of cells gives ~2.9.
- Insertion delay at the late pin of the worst-skew pair: 0.24 ns
* Setup TNS after final layout: 0 ns
- The data required time reported for the critical path is about 1.2 ns.
* Detailed-route wire length: 866 um
- Counting cells, the worst reg-to-reg path comes to 2.
* Number of violations reported at the end of detailed-routing iteration 0: 0
* Power dissipated by switching net loads: 169 uW
* Post-detailed-route wirelength per cell: roughly 8.0 um
- Deepest level of the CTS H-tree: 1
- Vias: 318
- Largest stage delay on the critical path: ~0.5 ns
* Area of the core region: roughly 4400 um^2
* Stage-log warning count: 25
* DRC violation count after routing: 0
- By instance count, the leading cell after synthesis is sky130_fd_sc_hd__dfxtp_1.
- In the final report, the number of pins over their slew limit comes to 0.
- Cell types with the largest area share after synthesis: sky130_fd_sc_hd__dfxtp_1, sky130_fd_sc_hd__edfxtp_1, sky130_fd_sc_hd__ha_1
- The tightest hold path in the finished design has a slack of between 0.4 and 0.5 ns.
- Number of different library cells in the post-synthesis netlist: 13
- The cell sequence reported for the critical path is clkdlybuf4s50_1.
- Worst Hold End: spi_cs_n_sync1
* Maximum frequency from static timing analysis: ~700 MHz
- Clock skew on the completed layout was measured at ~0.0026 ns.
* Number of buffers inserted for hold repair after clock tree synthesis: 0
* Total GRT Usage: 0.0237
- Chip area: 7570 um^2
- According to the Yosys statistics, the synthesized design has a chip area of around 550 um^2.
- After synthesis, the mean cell area works out to about 12 um^2.
* Sw Ratio: 0.204
- Reg2reg start: spi_clk_db
* Max-capacitance violation count: 0
* Post-synthesis instance area: 548 um^2
- In this run the core area contains 24 standard-cell rows.
- Across the VDD grid, the largest voltage drop is about 0.96 mV.
- Counting instances, the worst hold path has a depth of 1.
* Clock buffer count from CTS: 3
- Setup slack at placement: approximately 0.11 ns
- The worst hold path belongs to the class reg2reg.
- TritonCTS Sinks: 15
* Proportion of power drawn by flip-flops and latches: 0.538
- Number of antenna violations at the first check in global routing: 0
- The floorplan report gives the top-level pin count as 8.
* Worst slew margin relative to its limit: 0.785
- Across all setup checks in the final design, the least slack found is around 0.09 ns.
- The vertical die dimension reported for this design is ~87 um.
- Number of nets still failing antenna checks after routing: 0
- Antenna repair during routing inserted a diode count of 0.
- Internal power component: between 600 and 700 uW
* Starting density of the core: 0.126
* Synth-to-layout area growth: 31.1%
* Commonest flop: sky130_fd_sc_hd__dfxtp_1
* Number of detailed-routing iterations run before antenna repair: 1
- End of the worst register-to-register path: spi_clk_db
* Highest net fanout along the worst path: 2
* Synth Seq Share: 0.603
- Critical path type: reg2out
- Total overflow reported by the global router: 0
- Width of the chip: slightly below 90 um
- Number of port buffers: 7
- Looking at the clock tree report, the maximum root-to-sink buffer count equals 2.
- For this run, asynchronously set or reset flops after synthesis account for 0.
* Status: finished clean
- Counting I/O delays and the setup requirement, the final critical path takes 1.41 ns.
- Total power density per cell area: roughly 1100 nW/um^2
* Setup repair after global routing missed its margin: false
- The script extracted a total leakage power of 0.251 nW.
- Gates resized during post-CTS repair numbered 0.
- Largest net degree at the start of global routing: 13
- Clk network pwr share: 0.376
- CP arrival: approximately 1.1 ns
- For this design, the slowest cell found on the critical path is sky130_fd_sc_hd__clkdlybuf4s50_1.
* Cells in synth_stat.txt: between 40 and 50
- Startpoint type of the worst setup path: flip-flop
- The placement summary gives the final routability congestion estimate as about 0.63.
- Final tally of hold violations: 0
* HPWL after detailed placement: between 600 and 700 um
- TritonCTS built the clock tree.
* First-pass GRT wire length: around 1400 um
- The area fraction of the largest cell type after synthesis is 0.438.
- Per the post-run analysis, buffers plus inverters along the critical path come to 1.
layout make-up:
class	instances	area, um^2	area share
Tap cell	52	65.1	0.0906
Multi-Input combinational cell	24	184	0.256
Sequential cell	15	330	0.460
Clock inverter	1	5.00	0.00697
Timing Repair Buffer	7	70.1	0.0976
Clock buffer	3	41.3	0.0575
Inverter	6	22.5	0.0314
worst max path at each step:
stage	endpoint	cells after the start	slack, ns	start
5_1_grt	spi_mosi_db	1	0.03	spi_mosi_db
6_report	spi_mosi_db	1	0.09	spi_mosi_db
4_1_cts	spi_clk_db	1	0.07	spi_clk_db
cell families after synthesis:
family,synth area share
simple gates,0.192
xor+xnor,0.0480
flops,0.603
fa+ha+maj,0.0685
compound gates,0.0274
buf+inv,0.0616
layer usage:
layer  vias up  global-route usage  part of all wire
li1        169                   -                 -
met1       139              0.0319              0.51
met2         8              0.0340              0.41
met3         2              0.0132             0.069
met4         0             0.00147            0.0081
met5         -                   0                 0
through the flow:
step / instances / instance area (um^2) / utilization / total power, mW
final: 108 / 718 / 0.165 / 0.825
after global routing: 108 / 718 / 0.165 / 0.871
after CTS: 108 / 718 / 0.165 / 0.840
after detailed placement: 104 / 672 / 0.154 / 0.525
after global placement: 104 / 672 / 0.154 / 0.518
after floorplan: 46 / 548 / - / 0.494
layout by cell type (no fill, tap or decap):
cell,count
sky130_fd_sc_hd__or2b_1,2
sky130_fd_sc_hd__o21ai_0,3
sky130_fd_sc_hd__edfxtp_1,3
sky130_fd_sc_hd__xnor2_1,3
sky130_fd_sc_hd__and2_2,1
sky130_fd_sc_hd__and2_1,3
sky130_fd_sc_hd__inv_1,6
sky130_fd_sc_hd__clkinv_2,1
sky130_fd_sc_hd__nor3b_2,3
sky130_fd_sc_hd__dfxtp_1,12
sky130_fd_sc_hd__nor3_1,3
sky130_fd_sc_hd__clkdlybuf4s50_1,7
sky130_fd_sc_hd__ha_1,3
sky130_fd_sc_hd__nand2_1,3
sky130_fd_sc_hd__clkbuf_8,3
registers in the layout, indices dropped and copies added (netlist names):
| register | count |
|---|---|
| spi_clk_sync0 | 1 |
| spi_mosi_sync1 | 1 |
| spi_clk_db | 1 |
| cs_n_stable_cnt | 2 |
| spi_cs_n_sync0 | 1 |
| spi_cs_n_db | 1 |
| spi_clk_sync1 | 1 |
| clk_stable_cnt | 2 |
| spi_cs_n_sync1 | 1 |
| spi_mosi_sync0 | 1 |
| mosi_stable_cnt | 2 |
| spi_mosi_db | 1 |
power by group through the flow:
stage | registers [mW] | clock network, mW | logic, mW
finish | 0.443 | 0.310 | 0.0711
global route | 0.445 | 0.345 | 0.0808
CTS | 0.444 | 0.323 | 0.0733
worst reg2reg max path, cell delays in order (launching register included):
cell	delay, ns
sky130_fd_sc_hd__edfxtp_1	0.41
sky130_fd_sc_hd__xnor2_1	0.32
sky130_fd_sc_hd__o21ai_0	0.14
Power and IR drop assume default switching activity.
